==> design/flow/design.v <==
module vending_machine_mealy(
    input clk,
    input reset,
    input [2:0] coin,   
    output reg dispense,
    output reg [2:0] change,
    output reg [3:0] total
);
    parameter IDLE = 4'd0;
    parameter S1   = 4'd1;   
    parameter S2   = 4'd2;   
    parameter S3   = 4'd3;   
    parameter S4   = 4'd4;   
    parameter S5   = 4'd5;   
    parameter S6   = 4'd6;   
    reg [3:0] current_state, next_state;
    always @(posedge clk or posedge reset) begin
        if (reset)
            current_state <= IDLE;
        else
            current_state <= next_state;
    end
    always @(*) begin
        case (current_state)
            IDLE: begin
                case (coin)
                    3'b001: next_state = S1;    
                    3'b010: next_state = S2;    
                    3'b101: next_state = S5;    
                    default: next_state = IDLE;
                endcase
            end
            S1: begin
                case (coin)
                    3'b001: next_state = S2;    
                    3'b010: next_state = S3;    
                    3'b101: next_state = S6;    
                    default: next_state = S1;
                endcase
            end
            S2: begin
                case (coin)
                    3'b001: next_state = S3;    
                    3'b010: next_state = S4;    
                    3'b101: next_state = IDLE;  
                    default: next_state = S2;
                endcase
            end
            S3: begin
                case (coin)
                    3'b001: next_state = S4;    
                    3'b010: next_state = S5;    
                    3'b101: next_state = IDLE;  
                    default: next_state = S3;
                endcase
            end
            S4: begin
                case (coin)
                    3'b001: next_state = S5;    
                    3'b010: next_state = S6;    
                    3'b101: next_state = IDLE;  
                    default: next_state = S4;
                endcase
            end
            S5: begin
                case (coin)
                    3'b001: next_state = S6;    
                    3'b010: next_state = IDLE;  
                    3'b101: next_state = IDLE;  
                    default: next_state = S5;
                endcase
            end
            S6: begin
                case (coin)
                    3'b001: next_state = IDLE;  
                    3'b010: next_state = IDLE;  
                    3'b101: next_state = IDLE;  
                    default: next_state = S6;
                endcase
            end
            default: next_state = IDLE;
        endcase
    end
    always @(*) begin
        dispense = 0;
        change = 3'b000;
        total = current_state;
        case (current_state)
            IDLE: begin
                total = 4'd0;
            end
            S1: begin
                total = 4'd1;
            end
            S2: begin
                total = 4'd2;
                if (coin == 3'b101) begin  
                    dispense = 1;
                    change = 3'b000;
                    total = 4'd7;
                end
            end
            S3: begin
                total = 4'd3;
                if (coin == 3'b101) begin  
                    dispense = 1;
                    change = 3'b001;  
                    total = 4'd8;
                end
            end
            S4: begin
                total = 4'd4;
                if (coin == 3'b101) begin  
                    dispense = 1;
                    change = 3'b010;  
                    total = 4'd9;
                end
            end
            S5: begin
                total = 4'd5;
                if (coin == 3'b010) begin  
                    dispense = 1;
                    change = 3'b000;
                    total = 4'd7;
                end
                else if (coin == 3'b101) begin  
                    dispense = 1;
                    change = 3'b011;  
                    total = 4'd10;
                end
            end
            S6: begin
                total = 4'd6;
                if (coin == 3'b001) begin  
                    dispense = 1;
                    change = 3'b000;
                    total = 4'd7;
                end
                else if (coin == 3'b010) begin  
                    dispense = 1;
                    change = 3'b001;  
                    total = 4'd8;
                end
                else if (coin == 3'b101) begin  
                    dispense = 1;
                    change = 3'b011;  
                    total = 4'd10;
                end
            end
            default: begin
                dispense = 0;
                change = 3'b000;
                total = 4'd0;
            end
        endcase
    end
endmodule
==> design/flow/run.sh <==
#!/bin/bash
# OpenROAD 26Q1-2900-gdf79404cd8, Yosys 0.63+post, stock flow scripts
make -C /OpenROAD-flow-scripts/flow DESIGN_CONFIG=/design/flow/config.mk WORK_HOME=/design/flow/orfs finish
==> design/flow/config.mk <==
export PLATFORM = sky130hd
export DESIGN_NAME = vending_machine_mealy
export DESIGN_NICKNAME = vending_machine_mealy
export VERILOG_FILES = /design/flow/design.v
export SDC_FILE = /design/flow/constraint.sdc
export NUM_CORES = 4
export LEC_CHECK = 1
export CORE_AREA = 10 10 80 80
export DIE_AREA = 0 0 90 90
==> design/flow/constraint.sdc <==
current_design vending_machine_mealy

set clk_period 1.7
set clk_io_pct 0.2

create_clock -name clk0 -period $clk_period [get_ports {clk}]

set non_clock_inputs [all_inputs -no_clocks]
set_input_delay [expr $clk_period * $clk_io_pct] -clock clk0 $non_clock_inputs
set_output_delay [expr $clk_period * $clk_io_pct] -clock clk0 [all_outputs]
==> summary.txt <==
yosys + openroad results -> vias in the first global route=810, largest registers=current_state (7), worst hold slack=373.3 ps, number of distinct library cell variants in the gate-level netlist after synthesis=35, Inserted Clock Buffers=3, TritonCTS clock tree=yes, num ports=13, total vias in the final route=789, Post-synth top cells=8 x sky130_fd_sc_hd__nor2_1, 6 x sky130_fd_sc_hd__clkbuf_1, 6 x sky130_fd_sc_hd__dfrtp_1, DIE HEIGHT=90 um, number of detailed-routing iterations run before antenna repair=4, DPL Wire Length=1404 um, DRT Wirelength=2404 um, row count=25, # port buffers=11, initial antenna violation count=0, Maximum Capacitance Violations=0, Antenna Cells=0, Yosys Warn Count=1, Init Core Util=12.98%, count of library flops with an enable pin=0, global-route wire length before repair=4036 um, IR drop worst, VDD=0.2124 mV, clk ins delay skew pair=220 ps, switch share=32.14%, post-DR wirelength/cell=12.59 um, Setup WS pre-CTS=-785.0 ps, top routing layer used=met4, part of the total power dissipated in combinational logic=46.5%, post-DR vias/cell=4.131, die span in x=90 um, number of filler instances in the final layout=481, leakage power summed over all cells=0.5366 nW, H-tree levels=1, Max-area cell share=24.49%, number of flip-flops under the largest register name=7, Yosys Chip Area=613.1 um^2, Achievable Freq=524.0 MHz, mean instance size in the synthesized netlist=7.860 um^2, Root Buffer=sky130_fd_sc_hd__clkbuf_8, met2 wire len=1088 um, endpoint arrival time on the critical path=1570 ps, placer's final routability congestion estimate=0.8479, most numerous cell in the Yosys netlist=sky130_fd_sc_hd__nor2_1, setup repair after global routing missed its margin=yes, fin crit period=1909 ps, area of the mapped netlist=613.1 um^2, post-detailed-route DRC marker count=0, endpoint kind of the worst setup timing path=output pin, cell count in the Yosys report=78, sink count of the clock tree=7, CP Data Required Time=1360 ps, async set-reset flop share out of synthesis=100.0%, hold violation total from the final report=0, largest register by flop count=current_state, initial DRC count=62, remaining antenna violation count after routing=0, Setup violations, final=5, Die Footprint=0.008100 mm^2, count of warning messages emitted by the tools=27, largest net degree at the start of global routing=9, Placeable Area=0.004723 mm^2, Sequential Power Share=27.6%, violated checks=setup timing, number of instances in the synthesized netlist=78, internal power of the cells=0.6050 mW, wire length on met1=1221 um, post-layout worst setup margin=-208.6 ps, class of the most critical setup path=primary input to output pin, Main area contributors=sky130_fd_sc_hd__dfrtp_1 24%, sky130_fd_sc_hd__mux2i_1 8.2%, sky130_fd_sc_hd__nor2_1 4.9%, startpoint type of the worst setup path=primary input, worst clock skew=0.7066 ps, class of the tightest hold or removal check=primary input to asynchronous set/reset pin, flip-flop and latch count after synthesis=7, area growth from synthesis to final layout=98.98%, sequential cell area fraction in the yosys report=28.78%, pins over their slew limit=0, aggregate global routing overflow=0, clk buf depth=2, most frequently used flop master after synthesis=sky130_fd_sc_hd__dfrtp_1, top cell type by total area after synthesis=sky130_fd_sc_hd__dfrtp_1, Routed met3 length=62 um, clock-pin slew of the registers on the worst-case setup and hold paths=40 ps, hold buffer count at CTS=0, run status=finished, violations left, proportion of power drawn by the clock network=25.9%, total global routing track utilization=5.842%, ratio of total power to cell area=730.8 mW/mm^2, maximum fanout along the worst path=2, share of layout cells above drive strength 1=55.65%, ratio of final minimum period to clock period=112.3%, switching component of the power=0.2865 mW
[logic make-up after synthesis]
| logic type | synth area share, % |
|---|---|
| AND-OR/OR-AND | 28.37 |
| AND/OR/NAND/NOR | 26.33 |
| other | 0.6117 |
| multiplexers | 8.164 |
| flip-flops | 28.78 |
| buffers and inverters | 7.756 |
[worst max-delay path: stages]
cell and delay [ps]:
sky130_fd_sc_hd__buf_6 90, sky130_fd_sc_hd__or3b_4 390, sky130_fd_sc_hd__or4_1 500, sky130_fd_sc_hd__o311a_1 130, sky130_fd_sc_hd__buf_2 120
[per-stage QoR]
stage	utilization (%)	instances	setup TNS, ps	total power [mW]	instance area (um^2)
global placement	19.10	165	-4693	0.5172	902.1
floorplan	-	78	0	0.3658	613.1
detailed placement	19.10	165	-4521	0.5147	902.1
finish	25.83	191	-476.4	0.8915	1220
CTS	25.70	191	-545.7	0.8726	1214
global route	25.83	191	-759.2	0.9491	1220
[power by group through the flow]
stage / Clock [mW] / Combinational [mW] / Sequential (mW)
4_1_cts: 0.235 / 0.396 / 0.241
5_1_grt: 0.249 / 0.451 / 0.249
6_report: 0.231 / 0.414 / 0.246
[layout by cell type, fill, tap and decap left out, types with 3 or more instances in the layout]
cell type / count
sky130_fd_sc_hd__buf_4: 26
sky130_fd_sc_hd__buf_6: 16
sky130_fd_sc_hd__nand3_1: 5
sky130_fd_sc_hd__nor2_1: 5
sky130_fd_sc_hd__mux2i_1: 5
sky130_fd_sc_hd__buf_2: 5
sky130_fd_sc_hd__a21oi_1: 4
sky130_fd_sc_hd__or3_1: 3
sky130_fd_sc_hd__nor2_2: 3
sky130_fd_sc_hd__nand2_1: 3
sky130_fd_sc_hd__a221oi_1: 3
sky130_fd_sc_hd__clkbuf_8: 3
sky130_fd_sc_hd__dfrtp_2: 3
sky130_fd_sc_hd__dfrtp_1: 3
[path summary, 6_finish.rpt]
check / start / end / slack [ps] / cells after the start
min in group clk0: coin[1] / current_state[5] / 540 / 5
max: coin[2] / total[1] / -210 / 5
min: reset / current_state[1] / 370 / 2
max in group asynchronous: reset / current_state[0] / 1050 / 2
max reg2reg: current_state[1] / current_state[3] / 210 / 7
min reg2reg: current_state[0] / current_state[0] / 570 / 2
[cell type report]
type / count / area (um^2) / area share (%)
inverter: 2 / 7.507 / 0.6154
clock buffer: 4 / 45.04 / 3.692
timing repair buffer: 51 / 444.2 / 36.41
tap: 67 / 83.83 / 6.872
sequential: 7 / 180.2 / 14.77
multi-input combinational: 60 / 459.2 / 37.64
[layer usage]
layer	global-route usage (%)	vias to the layer above
li1	-	383
met1	8.236	388
met2	9.080	14
met3	1.090	4
met4	1.194	0
met5	0	-
[timing repair]
| action | CTS | global route |
|---|---|---|
| setup endpoints to repair | 7 | 7 |
| pin swaps | 14 | 4 |
| buffers inserted | 22 | 1 |
| endpoints found under the hold margin | 0 | 0 |
| gates resized | 58 | 9 |
Power and IR drop assume default switching activity.
