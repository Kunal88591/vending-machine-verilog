==> design/flow/design.v <==
module vending_machine_moore(
    input clk,
    input reset,
    input [2:0] coin,   
    output reg dispense,
    output reg [2:0] change,
    output reg [3:0] total
);
    parameter IDLE = 4'd0;
    parameter S1   = 4'd1;   
    parameter S2   = 4'd2;   
    parameter S3   = 4'd3;   
    parameter S4   = 4'd4;   
    parameter S5   = 4'd5;   
    parameter S6   = 4'd6;   
    parameter S7   = 4'd7;   
    parameter S8   = 4'd8;   
    parameter S9   = 4'd9;   
    parameter S10  = 4'd10;  
    reg [3:0] current_state, next_state;
    always @(posedge clk or posedge reset) begin
        if (reset)
            current_state <= IDLE;
        else
            current_state <= next_state;
    end
    always @(*) begin
        case (current_state)
            IDLE: begin
                case (coin)
                    3'b001: next_state = S1;    
                    3'b010: next_state = S2;    
                    3'b101: next_state = S5;    
                    default: next_state = IDLE;
                endcase
            end
            S1: begin
                case (coin)
                    3'b001: next_state = S2;    
                    3'b010: next_state = S3;    
                    3'b101: next_state = S6;    
                    default: next_state = S1;
                endcase
            end
            S2: begin
                case (coin)
                    3'b001: next_state = S3;    
                    3'b010: next_state = S4;    
                    3'b101: next_state = S7;    
                    default: next_state = S2;
                endcase
            end
            S3: begin
                case (coin)
                    3'b001: next_state = S4;    
                    3'b010: next_state = S5;    
                    3'b101: next_state = S8;    
                    default: next_state = S3;
                endcase
            end
            S4: begin
                case (coin)
                    3'b001: next_state = S5;    
                    3'b010: next_state = S6;    
                    3'b101: next_state = S9;    
                    default: next_state = S4;
                endcase
            end
            S5: begin
                case (coin)
                    3'b001: next_state = S6;    
                    3'b010: next_state = S7;    
                    3'b101: next_state = S10;   
                    default: next_state = S5;
                endcase
            end
            S6: begin
                case (coin)
                    3'b001: next_state = S7;    
                    3'b010: next_state = S8;    
                    3'b101: next_state = S10;   
                    default: next_state = S6;
                endcase
            end
            S7, S8, S9, S10: next_state = IDLE;  
            default: next_state = IDLE;
        endcase
    end
    always @(*) begin
        case (current_state)
            IDLE, S1, S2, S3, S4, S5, S6: begin
                dispense = 0;
                change = 3'b000;
                total = current_state;  
            end
            S7: begin  
                dispense = 1;
                change = 3'b000;
                total = 4'd7;
            end
            S8: begin  
                dispense = 1;
                change = 3'b001;
                total = 4'd8;
            end
            S9: begin  
                dispense = 1;
                change = 3'b010;
                total = 4'd9;
            end
            S10: begin  
                dispense = 1;
                change = 3'b011;
                total = 4'd10;
            end
            default: begin
                dispense = 0;
                change = 3'b000;
                total = 4'd0;
            end
        endcase
    end
endmodule
==> design/flow/run.sh <==
#!/bin/bash
# OpenROAD 26Q1-2900-gdf79404cd8, Yosys 0.63+post, stock flow scripts
make -C /OpenROAD-flow-scripts/flow DESIGN_CONFIG=/design/flow/config.mk WORK_HOME=/design/flow/orfs finish
==> design/flow/config.mk <==
export PLATFORM = sky130hd
export DESIGN_NAME = vending_machine_moore
export DESIGN_NICKNAME = vending_machine_moore
export VERILOG_FILES = /design/flow/design.v
export SDC_FILE = /design/flow/constraint.sdc
export NUM_CORES = 4
export LEC_CHECK = 1
export CORE_AREA = 10 10 70 70
export DIE_AREA = 0 0 80 80
==> design/flow/constraint.sdc <==
current_design vending_machine_moore

set clk_period 1.8
set clk_io_pct 0.2

create_clock -name clk0 -period $clk_period [get_ports {clk}]

set non_clock_inputs [all_inputs -no_clocks]
set_input_delay [expr $clk_period * $clk_io_pct] -clock clk0 $non_clock_inputs
set_output_delay [expr $clk_period * $clk_io_pct] -clock clk0 [all_outputs]
==> metrics.yaml <==
min_period_ps: 1750
holdBufCountCts: 0
edff_count_synth: 0
cts_made_buffers: 3
synth.avg_cell_area_um2: 8.14
finish.cell_count_without_fillers: 118
cts_tree: "done"
netSwitchingFraction_pct: 36.4
clock_skew_ps: 0.0218
first_global_vias: 430
ys_cells: 57
worst_skew_late_latency_ps: 230
static-leakage-power_uw: 0.000294
crit_type: "reg -> out"
openroad.warnings: 26
detail_route.drc_violations: 0
syn_inst: 57
floorplan.die.width_um: 80
arrival_time_at_the_worst_endpoint_ps: 1390
biggestRegsByFlops: "current_state: 4 flops"
registers.top_by_ff_count: "current_state"
timing.final.hold_violations: 0
min-delay-path-class: "in -> async"
cts_root_buf: "sky130_fd_sc_hd__clkbuf_4"
port_buffers: 11
finalWeightedCongestion: 0.748
rsz0062_at_grt: "yes"
ys_chip_area_um2: 464
syn2layout_area_growth_pct: 49.3
rows: 21
final_antenna_net_count: 0
clk_pin_slew_worst_paths_ps: 40
dpl_cell_area_um2: 598
crit_path_start_kind: "flop"
power.internal_uw: 513
pwr-share-comb_pct: 63.7
finalInstanceArea_um2: 693
netlist_area_um2: 464
run_status: "finished clean"
endpoint_kind: "output pin"
final_worst_hold_slack_ps: 314
cts.htree.levels: 1
clkSinkCount: 4
avgViaCountPerCell: 3.71
irDropWorstVdd_mv: 0.345
grt_max_degree: 12
diodes: 0
fmax_mhz: 572
avgRoutedWirePerCell_um: 9.60
io_pins: 13
global_route.overflow_total: 0
final_tally_of_max_slew_violations: 0
dieArea_um2: 6400
power_switching_uw: 293
fin_crit_sh_pct: 97.2
synth-seq-cells: 4
critical_path_required_ps: 1440
largest_register_ffs: 4
ys_seq_share_pct: 21.6
postSynth.asyncResetShare_pct: 100
routed-via-count: 438
layout-drive-gt1-share_pct: 29.2
path_max_fanout: 4
drt-initial-drc-count: 31
cts_max_path_buffers: 2
count_of_distinct_cell_types_in_the_synthesized_netlist: 35
tns_ps: 0
clock_power_share_pct: 13.4
yosysWarnings: 1
place.detailed.instances: 110
track_usage_pct: 3.48
sequentialPowerShare_pct: 22.9
drt_first_pass_iters: 4
timing.max_cap.violations: 0
floorplan_core_area_um2: 3420
grt_pass1_wl_um: 1900
final-setup-viol-count: 0
finalWirelength_um: 1130
power.density_nw_per_um2: 1160
antenna_violations_before_repair: 0
die_height_um: 80
synth-main-ff-cell: "sky130_fd_sc_hd__dfrtp_1"
initial_core_util_pct: 13.6
[power groups by stage]
stage	clock [uW]	combinational, uW	sequential (uW)
5_1_grt	123	571	191
6_report	108	513	184
4_1_cts	115	487	177
[cells in the mapped netlist, drive strengths merged, types with 2 or more instances]
cell    instances  area, um2
buf             7       58.8
dfrtp           4        100
inv             4       15.0
nand2b          4       32.5
nor2            4       15.0
a21oi           3       18.8
a31oi           3       18.8
o21ai           3       15.0
nand2           2       7.51
nor4b           2       17.5
[stage by stage]
stage | total power [uW] | utilization [%] | setup slack [ps]
CTS | 779 | 19.6 | 3.40
floorplan | 436 | - | 564
finish | 806 | 20.3 | 50.5
detailed placement | 597 | 17.5 | 90.3
global route | 885 | 20.3 | -39.9
global placement | 592 | 17.5 | 99.8
[cells in the final DEF (no fill, tap or decap), types with 2 or more instances in the layout]
| master | netlist | routed |
|---|---|---|
| sky130_fd_sc_hd__dfrtp_2 | 0 | 2 |
| sky130_fd_sc_hd__nand2b_4 | 1 | 2 |
| sky130_fd_sc_hd__nand2b_1 | 3 | 2 |
| sky130_fd_sc_hd__o21ai_0 | 3 | 2 |
| sky130_fd_sc_hd__nor4b_1 | 2 | 2 |
| sky130_fd_sc_hd__inv_1 | 4 | 4 |
| sky130_fd_sc_hd__nor2_1 | 4 | 3 |
| sky130_fd_sc_hd__buf_4 | 2 | 6 |
| sky130_fd_sc_hd__nand2_1 | 2 | 2 |
| sky130_fd_sc_hd__dlygate4sd2_1 | 0 | 2 |
| sky130_fd_sc_hd__dfrtp_1 | 4 | 2 |
| sky130_fd_sc_hd__buf_6 | 3 | 3 |
| sky130_fd_sc_hd__clkbuf_4 | 0 | 3 |
| sky130_fd_sc_hd__clkdlybuf4s50_1 | 0 | 8 |
| sky130_fd_sc_hd__a31oi_1 | 3 | 3 |
[worst max-delay path: stages (launching register included)]
cell and delay (ps):
sky130_fd_sc_hd__dfrtp_1 400, sky130_fd_sc_hd__buf_6 120, sky130_fd_sc_hd__nand2b_4 60, sky130_fd_sc_hd__nor2_1 100, sky130_fd_sc_hd__clkdlybuf4s50_1 480
[logic make-up after synthesis]
kind of cell | Yosys count | share of synthesized area [%]
buffers and inverters | 12 | 17.0
AOI/OAI and AO/OA | 18 | 28.0
DFF | 4 | 21.6
and+or+nand+nor | 21 | 30.7
xor gates and xnor gates | 1 | 1.89
other | 1 | 0.808
[path summary, 6_finish.rpt]
kind | from | cells past startpoint | slack (ps) | to
worst max register to register | current_state[2] | 5 | 440 | current_state[2]
max in group asynchronous | reset | 2 | 1330 | current_state[1]
worst min register to register | current_state[3] | 2 | 610 | current_state[0]
min in group clk0 | current_state[3] | 2 | 610 | current_state[0]
worst min-delay path | reset | 2 | 310 | current_state[3]
worst max-delay path | current_state[3] | 4 | 50 | change[0]
[per-layer routing]
metal | GRT usage, % | routed length, um | vias up | share of wire, %
met2 | 4.17 | 372 | 19 | 33
met5 | 0 | 0 | - | 0
met4 | 1.58 | 41 | 0 | 3.6
li1 | - | - | 229 | -
met1 | 5.41 | 612 | 188 | 54
met3 | 0.909 | 106 | 2 | 9.4
[what timing repair did]
action,in CTS,in global routing
pin swaps,0,1
setup endpoints to repair,4,4
cloned,0,0
resized,7,6
setup buffers,4,1
[cell type report]
cell class / count / area (um2)
tap: 46 / 57.6
sequential: 4 / 103
fill: 383 / 2720
multi-input combinational: 41 / 307
clock buffer: 3 / 22.5
timing repair buffer: 20 / 189
inverter: 4 / 15.0
No activity file was given, so power comes from the tool's default toggle rates.
